**flow/run.sh**
```bash
#!/bin/bash
# OpenROAD 26Q1-2900-gdf79404cd8, Yosys 0.63+post, stock flow scripts
make -C /OpenROAD-flow-scripts/flow DESIGN_CONFIG=/design/flow/config.mk WORK_HOME=/design/flow/orfs finish
```
**flow/config.mk**
```make
export PLATFORM = sky130hd
export DESIGN_NAME = wave_display_top
export DESIGN_NICKNAME = wave_display_top
export VERILOG_FILES = /design/flow/design.v
export SDC_FILE = /design/flow/constraint.sdc
export NUM_CORES = 4
export LEC_CHECK = 1
export CORE_UTILIZATION = 40
```
**flow/constraint.sdc**
```tcl
current_design wave_display_top

set clk_period 113.2
set clk_io_pct 0.2

create_clock -name clk0 -period $clk_period [get_ports {clk}]

set non_clock_inputs [all_inputs -no_clocks]
set_input_delay [expr $clk_period * $clk_io_pct] -clock clk0 $non_clock_inputs
set_output_delay [expr $clk_period * $clk_io_pct] -clock clk0 [all_outputs]
```
**flow/design.v**
```verilog
module dff #(parameter WIDTH = 1) (
    input clk,
    input [WIDTH-1:0] d,
    output reg [WIDTH-1:0] q
);
    always @(posedge clk) 
        q <= d;
endmodule
module dffr #(parameter WIDTH = 1) (
    input clk,
    input r,
    input [WIDTH-1:0] d,
    output reg [WIDTH-1:0] q
);
    always @ (posedge clk) 
        if (r) 
            q <= {WIDTH{1'b0}};
        else
            q <= d;
endmodule
module dffre #(parameter WIDTH = 1) (
    input clk,
    input r,
    input en,
    input [WIDTH-1:0] d,
    output reg [WIDTH-1:0] q
);
    always @(posedge clk)
        if (r)
            q <= {WIDTH{1'b0}};
        else if (en)
            q <= d;
        else
            q <= q;
endmodule
module ram_1w2r #(parameter WIDTH = 8, parameter DEPTH = 8) (
    input clka,
    input wea,
    input [DEPTH-1:0] addra,
    input [WIDTH-1:0] dina,
    output wire [WIDTH-1:0] douta,
    input clkb,
    input [DEPTH-1:0] addrb,
    output wire [WIDTH-1:0] doutb
);
    reg [WIDTH-1:0] RAM [(2**DEPTH)-1:0];
    reg [DEPTH-1:0] read_addra;
    reg [DEPTH-1:0] read_addrb;
    always @(posedge clka) begin
        if (wea == 1'b1)
            RAM[addra] <= dina;
        read_addra <= addra;
    end
    always @(posedge clkb)
        read_addrb <= addrb;
    assign douta = RAM[read_addra];
    assign doutb = RAM[read_addrb];
endmodule
module wave_capture (
    input clk,
    input reset,
    input new_sample_ready,
    input [15:0] new_sample_in,
    input wave_display_idle,
    output wire [8:0] write_address,
    output wire write_enable,
    output wire [7:0] write_sample,
    output wire read_index
);
	reg [1:0] next_state;
	wire [1:0] state;
	reg[15:0] next_sample;
	wire [15:0] sample;
	reg [7:0] next_count;
	wire [7:0] count;
	reg next_read_index;
	wire curr_read_index;
	dffr #(2) state_ff (										 
							.clk(clk),
							.r(reset),
							.d(next_state),
							.q(state));
	dffr #(16) sample_ff (								 
							.clk(clk), 
							.r(reset), 
							.d(next_sample), 
							.q(sample));
	dffr #(8) sample_counter (									 
							.clk(clk), 
							.r(reset), 
							.d(next_count), 
							.q(count)); 
	dffr read_index_dff (
							.clk(clk), 
							.r(reset),
							.d(next_read_index), 
							.q(curr_read_index));
	always @(*) begin
		if(reset) begin
			next_state = 2'b00;
			next_sample = 0;
			next_read_index = 0;
			next_count = 0;
		end
		else begin
			case(state)
				2'b00: begin
					next_count = 0;
					next_state = (new_sample_in[15] == 0 && sample[15] == 1) ? 2'b01 : 2'b00;
					next_sample = new_sample_in;
					next_read_index = curr_read_index;
					end
				2'b01: begin
					next_count = (new_sample_ready) ? count + 1'b1 : count;
					next_state = (count == 8'd255) ? 2'b10 : 2'b01;
					next_sample = new_sample_in;
					next_read_index = curr_read_index;
					end
				2'b10: begin
					next_count = count;
					next_state = (wave_display_idle) ? 2'b00 : 2'b10;
					next_read_index = (wave_display_idle) ? ~curr_read_index : curr_read_index;
					next_sample = new_sample_in;
					end
				default: begin
					next_count = 0;
					next_state = 0;
					next_read_index = 0;
					next_sample = 0;
					end
			endcase
		end
	end
	assign write_sample = (state == 2'b01) ? sample[15:8] + 8'd128 : 1'b0;
	assign write_address = (state == 2'b01) ? {~read_index, count} : 1'b0;
	assign write_enable = (state == 2'b01) ? 1'b1 : 1'b0;			
	assign read_index = (reset) ? 1'b0 : curr_read_index;
endmodule
module wave_display (
    input clk,
    input reset,
    input [10:0] x,   
    input [9:0]  y,   
    input valid,
    input [7:0] read_value,
    input read_index,
    output wire [8:0] read_address,
    output wire valid_pixel,
    output wire [7:0] r,
    output wire [7:0] g,
    output wire [7:0] b
);
	wire [8:0] curr_addr = {read_index, ~x[8], x[7:1]} ;
	wire [8:0] prev_addr;
	wire [7:0] prev_value;
	dffr # (9) address_cycle (
								.clk(clk), 
								.r(reset),
								.d(curr_addr), 
								.q(prev_addr));
	dffre # (8) delay_value (
								  .clk(clk), 
							     .r(reset),
								  .en(prev_addr == curr_addr),
							     .d(read_value),
							     .q(prev_value)); 
	wire valid_x, valid_y;
	assign valid_x = (x[10:8] == 3'b001 || x[10:8] == 3'b010);
	assign valid_y = ( ( ( (read_value < y[8:1]) && (y[8:1] < prev_value) ) || 
						  ( (prev_value < y[8:1]) && (y[8:1] < read_value) ) )  &&
				        (y[9] == 0)
				        ); 
	assign valid_pixel = valid_x && valid_y && valid;
	assign {r, g, b} = (valid_pixel) ? 24'h8A2BE2 : 24'h000000;
	assign read_address = prev_addr;
endmodule
module wave_display_top(
    input clk,
    input reset,
    input new_sample,
    input [15:0] sample,
    input [10:0] x,   
    input [9:0]  y,   
    input valid,
    input vsync,
    output [7:0] r,
    output [7:0] g,
    output [7:0] b
);
    wire [7:0] read_sample, write_sample;
    wire [8:0] read_address, write_address;
    wire read_index;
    wire write_en;
    wire wave_display_idle = ~vsync;
    wave_capture wc(
        .clk(clk),
        .reset(reset),
        .new_sample_ready(new_sample),
        .new_sample_in(sample),
        .write_address(write_address),
        .write_enable(write_en),
        .write_sample(write_sample),
        .wave_display_idle(wave_display_idle),
        .read_index(read_index)
    );
    ram_1w2r #(.WIDTH(8), .DEPTH(9)) sample_ram(
        .clka(clk),
        .clkb(clk),
        .wea(write_en),
        .addra(write_address),
        .dina(write_sample),
        .douta(),
        .addrb(read_address),
        .doutb(read_sample)
    );
    wire valid_pixel;
    wire [7:0] wd_r, wd_g, wd_b;
    wave_display wd(
        .clk(clk),
        .reset(reset),
        .x(x),
        .y(y),
        .valid(valid),
        .read_address(read_address),
        .read_value(read_sample),
        .read_index(read_index),
        .valid_pixel(valid_pixel),
        .r(wd_r), .g(wd_g), .b(wd_b)
    );
    assign {r, g, b} = valid_pixel ? {wd_r, wd_g, wd_b} : {3{8'b0}};
endmodule
```
==> notes.md <==
Physical implementation.

- The flow ran to the end, and the final reports show no timing, DRC or antenna violations.
- The core region is 403,000 um2.
- The number of hold violations in the final report is 0.
- The final number of setup-violating endpoints is 0.
- The number of placement rows is 233.
- The number of antenna violations at the first check in global routing was 20.
- The area of all sequential standard cells is 124,000 um2.
- The total routing usage reported by global routing is 22.5%.
- Between clock sinks in the finished design, the worst skew comes to 0.0745 ns.
- The area of the synthesized netlist per yosys stat is 162,000 um2.
- The number of violations reported at the end of detailed-routing iteration 0 is 4,985.
- The transition at the pin with the smallest max-transition slack is 1.10 ns.
- The first global-routing pass estimated 600 mm of wire.
- RePlAce ended its routability-driven mode at a weighted congestion of 0.920.
- The finished cells cover 182,000 um2.
- The post-route netlist has 20.1% of its cells at a drive strength greater than 1.
- Summed over its instances, the top area cell type makes up 75.9% of the synthesized netlist area.
- Counting instances in the post-synthesis netlist gives the leading cell types as edfxtp_1 (4,096), mux4_2 (779), nor2_1 (603).
- The OpenROAD report gives the critical path a data arrival time of 26.01 ns.
- The utilization after layout is 45.1%.
- The worst ir drop on vdd is 0.0127 mV.
- The area of the mapped netlist is 162,000 um2.
- The clock net sink count is 4,142.
- The class of the tightest hold or removal check is reg -> reg.
- Per the breakdown, switching nets consume 20.5% of all power.
- The CTS tree is yes.
- The nature of the critical path endpoint is an output port.
- The layout has 32,900 filler cells.
- From synthesis to final layout, the design area changed by 12.2%.
- The launching element type of the critical path is a primary input.
- Synthesis produced a netlist whose cell count is 7,978.
- Summing all placed instances gives a cell area of 168,000 um2.
- Per the placement log, port buffering inserted 42 buffers.
- The share of the clock period used by the worst path is 43.0%.
- On the reported timing paths, the clock transition at the registers reads 0.06 ns.
- The relative contribution of sequential cells to total power is 53.3%.
- The wire length after detailed routing is 414 mm.
- The post-cts hold buffer count is 0.
- Ranked by total cell area, the synthesized netlist is headed by edfxtp_1 (76%), mux4_2 (11%), mux2i_1 (3.4%).
- The count of unique library cells instantiated by Yosys is 74.
- After synthesis, the design contains 7,978 cells according to Yosys.
- In this run, CTS created clock tree buffers numbering 404.
- The total iterations of the first detailed-routing run is 8.
- Per the CTS log, the root buffer master is clkbuf_16.
- Before placement the cells fill 40.2% of the core.
- After synthesis the netlist holds a flip-flop and latch count of 4,142.
- Looking at the critical path, the highest net fanout was 11.
- Per the OpenROAD power report, switching power amounts to 0.644 mW.
- The number of maximum-capacitance violations recorded for the run is 0.
- The pin count of the biggest net entering global routing is 94.
- For this run, the register share of the synthesized area comes to 76.4%.
- Looking at the post-CTS report, the setup buffer insertion count equals 0.
- The stage logs contain a warning count of 36.
- Per the final report, max-transition violations number 0.
- For this run, the number of Yosys warnings is 8.
- The clock network accounts for 43.2% of the total power.
- The mean number of vias per cell is 5.66.
- The worst endpoint required time is 90.56 ns.
- The total number of vias is 79,200.
- The mean post-synth cell area is 20.3 um2.
- For this run the aggregate overflow at the end of global routing stands at 0.
- The post-detailed-placement half-perimeter wirelength is 257 mm.
- Pin placement for this block handled 66 I/O pins.
- The cell-internal power is 2.49 mW.
- The combinational gate area is 35,000 um2.
- The floorplan die width is 639 um.
- Setup repair after global routing left no endpoint under its margin.
- The worst hold slack after final layout is 0.357 ns.
- The setup slack after placement is 64.53 ns.
- In this run the full chip footprint comes out at 408,000 um2.
- The power density normalized to cell area is 17.2 nW/um2.
- The relative contribution of combinational cells to total power is 3.5%.
- The leading register cell type out of synthesis is edfxtp_1.
- The max-slew check reports its worst relative slack as 26.4%.
- The die is 639 um tall.
- In this run, synthesis inferred 4,096 flip-flops with an integrated enable.
- The clock latency of the later-clocked register in the worst-skew pair is 1.00 ns.
- After routing, the total negative slack on setup checks comes to 0 ns.
- edfxtp_1 is the most common cell in the netlist.
- Sorting the Yosys area breakdown by cell type puts at the top edfxtp_1.
- Post-CTS repair ended up resizing 0 cells.
- The number of design rule violations left after detail routing is 0.
- The H-tree generated during clock tree synthesis spans 5 levels.
- Per the CTS log, the buffer count on the longest clock path is 4.
- The worst path needs 48.65 ns of the cycle, external delays included.
- The critical path class is in -> out.
- The share of async-settable or async-resettable flops after synthesis is 0%.
- For this run, the top clock speed supported by timing is 20.6 MHz.
- The number of global-route vias before repair is 87,400.
- The final worst slack is 64.55 ns.
- Per the OpenROAD power report, leakage power amounts to 48.3 nW.
- The remaining number of nets flagged by the antenna check after routing is 0.
- The detail-routed net length per standard cell is 29.6 um.
## cell usage in the layout, fill, tap and decap left out, types with 26 or more instances in the layout
master,n
clkbuf_1,76
nor2_1,601
a21boi_0,26
o22ai_1,129
edfxtp_1,4096
bufinv_16,53
a211oi_1,43
o21ai_0,78
clkinv_1,95
diode_2,39
clkinv_2,69
a21oi_1,143
buf_4,277
o221ai_1,198
clkbuf_16,407
a22oi_1,87
clkdlybuf4s50_1,42
nand4_1,32
nor4_1,40
nand2_1,117
dfxtp_1,40
nor3_1,109
mux4_2,779
mux2i_1,552
## cell families (layout without fill, tap and decap cells)
| logic type | Yosys count | count (layout) | share of synthesized area, % |
|---|---|---|---|
| multiplexers | 1356 | 1356 | 14.6 |
| XOR/XNOR | 16 | 16 | 0.0865 |
| AND-OR/OR-AND | 829 | 829 | 3.64 |
| adder cells (fa/ha/maj) | 17 | 17 | 0.131 |
| AND/OR/NAND/NOR | 1068 | 1068 | 2.93 |
| flip-flops | 4142 | 4142 | 76.4 |
| buffers and inverters | 549 | 1093 | 2.17 |
| other | 1 | 52 | 0.00231 |
## power groups by stage
stage         clock [mW]  combinational, mW  sequential, mW
finish              1.35              0.110            1.67
global route        1.43              0.118            1.67
CTS                 1.38              0.111            1.67
## layer usage
metal	part of all wire, %	routed length (um)	GRT usage (%)
met5	0.093	384	0.721
met2	48	199000	33.7
met3	16	67500	16.3
met1	32	131000	26.0
met4	3.9	16000	6.68
## state kept, by name, summed over array words and instances (netlist names), named ones only
signal / flops
wc.state_ff.q: 3
wd.address_cycle.q: 9
wc.read_index_dff.q: 1
wc.sample_ff.q: 8
wc.sample_counter.q: 8
sample_ram.RAM: 4096
wd.delay_value.q: 8
## critical path, cell delays in order
cell and delay, ns:
clkdlybuf4s50_1 0.77, inv_1 0.11, ha_1 0.34, a21o_1 0.19
a21o_1 0.17, a21oi_1 0.18, o21ai_0 0.17, o21ai_1 0.27
buf_4 0.23, and4_1 0.39, clkdlybuf4s50_1 0.53
## path summary, 6_finish.rpt
check                        endpoint  slack [ns]             startpoint  cells after the start
setup / recovery                 r[1]       64.55                   y[6]                     11
hold / removal                   flop        0.36  wd.address_cycle.q[5]                      0
setup reg to reg  wd.delay_value.q[6]      106.01                   flop                     13
hold reg to reg                  flop        0.36  wd.address_cycle.q[5]                      0
## through the flow
step | total power [mW] | instances
after global routing | 3.22 | 14000
after CTS | 3.16 | 13900
after global placement | 1.81 | 13200
after detailed placement | 1.82 | 13200
after floorplan | 1.78 | 7990
final | 3.14 | 14000
## cell type report
class,count,share of cell area [%]
Antenna cell,39,0.0537
Clock buffer,483,5.76
Clock inverter,260,1.60
Inverter,23,0.0502
Multi-Input combinational cell,3299,19.2
Sequential cell,4142,68.1
Tap cell,5405,3.72
Timing Repair Buffer,327,1.46
Power and IR drop assume default switching activity.
