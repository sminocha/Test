==> flow/design.v <==
module fake_sample_ram (
    input clk,
    input [8:0] addr,
    output reg [7:0] dout
);
	 wire [7:0] memory [511:0];
    always @(posedge clk)
        dout = memory[addr];
		assign memory[	 0	] =	(8'd0);
		assign memory[	 1	] =	(8'd255);  
		assign memory[	 256	] =	(8'd85);  
		assign memory[	 511	] =	(8'd7);  
endmodule
==> flow/run.sh <==
#!/bin/bash
# OpenROAD 26Q1-2900-gdf79404cd8, Yosys 0.63+post, stock flow scripts
make -C /OpenROAD-flow-scripts/flow DESIGN_CONFIG=/design/flow/config.mk WORK_HOME=/design/flow/orfs finish
==> flow/config.mk <==
export PLATFORM = sky130hd
export DESIGN_NAME = fake_sample_ram
export DESIGN_NICKNAME = fake_sample_ram
export VERILOG_FILES = /design/flow/design.v
export SDC_FILE = /design/flow/constraint.sdc
export NUM_CORES = 4
export LEC_CHECK = 1
export CORE_AREA = 10 10 70 70
export DIE_AREA = 0 0 80 80
==> flow/constraint.sdc <==
current_design fake_sample_ram

set clk_period 1.7
set clk_io_pct 0.2

create_clock -name clk0 -period $clk_period [get_ports {clk}]

set non_clock_inputs [all_inputs -no_clocks]
set_input_delay [expr $clk_period * $clk_io_pct] -clock clk0 $non_clock_inputs
set_output_delay [expr $clk_period * $clk_io_pct] -clock clk0 [all_outputs]
==> summary.txt <==
run results: cell row count 21, Overflow after GRT 0, WL/cell 7.51 um, and-or/or-and share of the synthesized area around 5.4%, minimum clock period 1.41 ns, Hold Vio Cnt, Final 0, synth cell count leaders buf_4 (4), dfxtp_1 (4), nand2_1 (2), nor2_1 (2), o21ai_0 (2), CTS tree yes, fmax 0.710 GHz, area grow syn2layout 118%, Max-cap violations 0, worst slew pin tran 0.231 ns, ANT nets after route 0, TritonRoute pass-1 iters 4, flip-flop and latch area 80.1 um2, Initial Util 5.46%, Clock Pin Slew Worst Setup and Hold Paths 0.04 ns, vias in the first global route 211, Power per Cell Area 611 nW/um2, worst path cell trace clkdlybuf4s50_1, Post-Syn Area about 190 um2, Slew Limit Headroom 84.4%, total number of vias 197, DRC violations left 0, max reg flops 4, Crit path depth 1, final instance area 407 um2, yosys warns roughly 4,100, top cells, area dfxtp_1 (43%), buf_4 (16%), nor4_2 (6.7%), o21ai_0 (5.4%), xnor2_1 (4.7%), crit end category output port, total setup buffers inserted after CTS 0, overall global routing resource usage 2.13%, peak supply drop 0.177 mV, crit path from dout[5], share of cells above drive strength 1 10.8%, die footprint ~6400 um2, largest net degree at the start of global routing 5, Final Setup Violations 0, post-synthesis adder-cell area fraction 0%, Synth Register Bits 4, DP HPWL 556 um, Root Driver clkbuf_4, core box area 3420 um2, clock sink total 4, vias per inst 2.37, cell count in the Yosys report 21, CTS buffer count 3, buffers plus inverters on the worst setup path 1, Top delay family on crit path buffers and inverters, syn_area_per_cell 8.88 um2, Leakage 0.127 nW, Gate Area 76.3 um2, chip height 80 um, # diodes 0, CP Data Arrival Time 1.07 ns, I/O pins 18, comb area leader simple AND/OR/NAND/NOR gates, CP max FO 3, Worst setup SP type flip-flop, Chip Area, Yosys ~190 um2, RePlAce Congestion between 0.6 and 0.7, worst-case clock buffer depth 2, and+or+nand+nor area frac 30.9%, Die W 80 um, hold buffer count at cts 0, xor/xnor share about 4.7%, crit share post-route between 80% and 90%, number of enable flip-flop cells 0, category of the most critical setup path flip-flop to output port, Final Util 11.9%, Post-synth mux share 0%, DP Area roughly 380 um2, count of input and output buffers 17, Gate Count Post-Synth 21, Log Warnings 25, outcome finished, final reports clean, 1st-iter DRT viols 3, initial antenna violation count 0, largest area contributor in the netlist dfxtp_1, final wirelength 623 um, worst setup path end dout[5], post-route setup TNS 0 ns, worst path required time 1.36 ns, first-pass GRT wire length around 1000 um, worst hold path class input pin to flip-flop, crit path max-delay cell type clkdlybuf4s50_1, Top cell area share 43.0%, count of cell types in the netlist 12, max incr delay on CP 0.49 ns, RSZ-0062 raised after global routing no, register share after synthesis 43.0%, fill count 399, Async SR Flop Fraction 0%, Slew Limit Fails 0, Resized Gates After CTS 0, H-Tree Depth 1, top_reg_cell synth dfxtp_1
## worst min-delay path by stage
| stage | depth (start not counted) | endpoint | startpoint |
|---|---|---|---|
| 5_1_grt | 3 | dout[5] | addr[0] |
| 6_report | 3 | dout[5] | addr[0] |
| 4_1_cts | 3 | dout[5] | addr[0] |
## report_power, final
part           internal (mW)  switching [mW]
clock                 0.0791          0.0414
sequential            0.0947        0.000161
combinational         0.0233         0.00962
## through the flow
step	setup WS, ns	std cells	power, mW	hold WS [ns]
6_report	0.292	83	0.248	0.825
3_5_place_dp	0.169	80	0.130	1.03
3_3_place_gp	0.191	80	0.129	1.03
5_1_grt	0.246	83	0.266	0.844
4_1_cts	0.282	83	0.253	0.823
2_1_floorplan	0.802	21	0.103	0.489
## layout by cell type, fill, tap and decap left out
master            n
clkbuf_4          3
clkdlybuf4s50_1  17
dfxtp_1           4
nand2_1           2
nand3_1           1
nand4_1           1
nor2_1            2
nor3_1            1
nor4_2            1
o21ai_0           2
or2b_1            1
or3_1             1
xnor2_1           1
## per-layer routing
layer | share of wire [%] | track usage (%)
met1 | 54 | 3.13
met3 | 28 | 2.61
met5 | 0 | 0
met2 | 16 | 1.52
met4 | 1.6 | 0.528
## cells by family after synthesis
group / count (synthesis)
buf+inv: 4
simple gates: 10
xor+xnor: 1
flops: 4
compound gates: 2
## area by class of cell
| cell class | instances | share of cell area (%) |
|---|---|---|
| clock buffer | 3 | 5.54 |
| multi-input combinational | 13 | 18.8 |
| sequential | 4 | 19.7 |
| tap | 46 | 14.2 |
| timing repair buffer | 17 | 41.8 |
Power and IR drop assume default switching activity.
